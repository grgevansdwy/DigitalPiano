**design/flow/config.mk**
```make
export PLATFORM = sky130hd
export DESIGN_NAME = mux4_164bit
export DESIGN_NICKNAME = mux4_164bit
export VERILOG_FILES = /design/flow/design.v
export SDC_FILE = /design/flow/constraint.sdc
export NUM_CORES = 4
export LEC_CHECK = 1
export CORE_AREA = 10 10 131 131
export DIE_AREA = 0 0 141 141
```
**design/flow/constraint.sdc**
```tcl
current_design mux4_164bit

set clk_period 1.5
set clk_io_pct 0.2

create_clock -name clk0 -period $clk_period

set non_clock_inputs [all_inputs -no_clocks]
set_input_delay [expr $clk_period * $clk_io_pct] -clock clk0 $non_clock_inputs
set_output_delay [expr $clk_period * $clk_io_pct] -clock clk0 [all_outputs]
```
**design/flow/design.v**
```verilog
`timescale 1ps/1ps
module mux2_1 (out, i0, i1, sel);
	output logic out;
	input logic i0, i1, sel;
	logic a, b, notsel;
	not #50 n0(notsel, sel);
	and #50 a0(a, i1, sel); 
	and #50 a1(b, i0, notsel);
	or #50 o0(out, a, b);
endmodule
module mux2_1Extd #(parameter B = 64)(out, i0, i1, sel);
	output logic [B-1:0] out;
	input logic [B-1:0] i0, i1;
	input logic sel;
	genvar i;
	generate
		for (i = 0; i<B; i++) begin: eachmux
			mux2_1 muxs(.out(out[i]), .i0(i0[i]), .i1(i1[i]), .sel);
		end
	endgenerate
endmodule
module mux2_164bit(out, i0, i1, sel);
	output logic [63:0] out;
	input logic [63:0] i0, i1;
	input logic sel;
	genvar i;
	generate
		for (i = 0; i<64; i++) begin: eachmux
			mux2_1 muxs(.out(out[i]), .i0(i0[i]), .i1(i1[i]), .sel);
		end
	endgenerate
endmodule
module mux4_164bit(out, i, sel);
	output logic [63:0] out;
	input logic [3:0][63:0] i;
	input logic [1:0] sel;
	logic [63:0] a, b;
	mux2_164bit m0(.out(a), .i0(i[0]), .i1(i[1]), .sel(sel[0]));
	mux2_164bit m1(.out(b), .i0(i[2]), .i1(i[3]), .sel(sel[0]));
	mux2_164bit m2(.out, .i0(a), .i1(b), .sel(sel[1]));
endmodule
module mux2_1_testbench();
	logic out, i0, i1, sel;
	mux2_1 dut(.out, .i0, .i1, .sel);
	initial begin
		sel=0; i0=0; i1=0; #10;
		sel=0; i0=0; i1=1; #10;
		sel=0; i0=1; i1=0; #10;
		sel=0; i0=1; i1=1; #10;
		sel=1; i0=0; i1=0; #10;
		sel=1; i0=0; i1=1; #10;
		sel=1; i0=1; i1=0; #10;
		sel=1; i0=1; i1=1; #10;
		end
	endmodule
```
**design/flow/run.sh**
```bash
#!/bin/bash
# OpenROAD 26Q1-2900-gdf79404cd8, Yosys 0.63+post, stock flow scripts
make -C /OpenROAD-flow-scripts/flow DESIGN_CONFIG=/design/flow/config.mk WORK_HOME=/design/flow/orfs finish
```
==> run notes <==
run results: Synth Seq Share 0%, Flop area 0 um2, Relative slew margins 86.85%, Post-Syn Area 2103 um2, RSZ-0062 raised after global routing yes, tool warnings 34, Std-Cell Rows 44, Comb area 1441 um2, Port Buffer Count 322, drt initial violations 49, initial antenna violation count 2, crit-path max FO 1, Filler Cell Count 1548, Max Cap Viol 0, die area 19880 um2, DR vias 2403, count of clock buffers in the final design 0, total grt overflow 0, Hold Slack 0.9803 ns, final setup fails 49, status finished, violations left, Die Y 141 um, post-route setup slack -0.1095 ns, Hold Crit Class in2out, synthesis-to-layout area growth 126.3%, Peak Freq 0.6213 GHz, setup_tns -1.736 ns, Detailed Place HPWL 11.16 mm, minimum clock period 1.610 ns, Placement Cell Area 5005 um2, floorplan utilization 14.58%, first-pass GRT wire length 18.93 mm, gr usage total 12.57%, end point of the critical path out[12], final hold violations 0, Final Max Slew Viols 0, worst vdd ir 0.0001428 V, GPL Wtd Cong 0.8735, flop count 0, critical path arrival 1.31 ns, Yosys top cell by area mux4_2, DR pass1 iterations 4, CP required 1.20 ns, Critical Setup Path Class in2out, area share, top type 64.25%, DR vias/cell 4.052, cts hold-fix bufs 0, Mapped Cells 142, Ys Warns 0, failing checks negative setup slack, Finished Cell Area 4760 um2, routed wire length 13.10 mm, Yosys Instances 142, core area 14420 um2, share of layout cells above drive strength 1 37.10%, total power divided by cell area 244.0 nW/um2, area reported by Yosys stat 2103 um2, post-layout period usage 107.3%, final cell count without fillers 593, I/O pin count 322, worst slew pin tran 0.1972 ns, Worst Setup End Kind primary output, Horiz. Die Dim 141 um, synth top area cells mux4_2 (64%), buf_4 (23%), buf_12 (5.7%), total chip power 1.161 mW, Post-route DRC 0, Routed Antenna Nets 0, Post-Place Cells 577, Avg Synthesized Cell Area 14.81 um2, Leak 2.333 nW, CP Launch Point i[12], number of global-route vias before repair 2859, post-DR wirelength/cell 22.09 um, count of cell types in the netlist 7, Startpoint Class input pin, largest net degree at the start of global routing 33
-- cell type report --
| class | instances | share of cell area [%] |
|---|---|---|
| timing repair buffer | 343 | 64.77 |
| multi-input combinational | 64 | 30.28 |
| tap | 184 | 4.837 |
| antenna | 2 | 0.1052 |
-- how the worst min path moves through the flow --
stage / startpoint / end / slack [ns] / cells past startpoint
CTS: i[238] / out[46] / 1.09 / 3
global route: i[28] / out[28] / 0.99 / 3
finish: i[46] / out[46] / 0.98 / 3
-- report_power, final --
group | internal [mW] | total [mW] | switching, mW
clock network | 0.000000178 | 0.000000178 | 0
registers | 0 | 0 | 0
logic | 0.848 | 1.16 | 0.314
total | 0.848 | 1.16 | 0.314
-- cell usage after synthesis --
cell type  number
clkbuf_2        1
mux4_1          4
buf_2           6
buf_12          6
buf_6           1
mux4_2         60
buf_4          64
-- metal layers --
layer  vias up  track usage [%]  part of all wire [%]
met5         -                0                     0
met4         0                0                     0
met3         0            5.830                    12
met2       161            20.47                    49
met1      1158            16.01                    38
li1       1084                -                     -
-- logic make-up (layout without fill, tap and decap cells) --
logic type,count (synthesis),count (layout),share of synthesized area (%)
mux,64,64,69.24
other cells,0,2,0
buf+inv,78,343,30.76
-- what timing repair did --
item,CTS,global route
gates cloned,8,0
pin swaps,0,0
resized,469,16
buffers inserted,7,0
setup endpoints to repair,64,61
-- metrics by stage --
stage | setup WS [ns] | util, %
2_1_floorplan | 0.01241 | -
5_1_grt | -0.1368 | 33.00
3_3_place_gp | -0.5395 | 34.70
6_report | -0.1095 | 33.00
4_1_cts | -0.1105 | 32.92
3_5_place_dp | -0.5374 | 34.70
-- cells in the final DEF (no fill, tap or decap) --
master           synthesis  final
buf_4                   64      4
mux4_2                  60     64
buf_2                    6     61
dlygate4sd2_1            0    235
buf_8                    0      1
buf_6                    1      7
buf_12                   6      5
buf_16                   0      9
diode_2                  0      2
clkdlybuf4s50_1          0      6
dlymetal6s2s_1           0     15
-- critical path, stage by stage --
cell	delay, ns
clkdlybuf4s50_1	0.40
mux4_2	0.47
buf_2	0.14
Power figures rest on the tool's default switching activity, not on a simulated workload.
