==> /design/flow/design.v <==
`timescale 1ps/1ps
module chip(inA, inB, cntrl, out, cout, cin);
	input logic inA, inB, cin;
	input logic [2:0] cntrl;
	output logic out, cout;
	logic b, addorsub, bitor, bitand, bitxor;
	logic bor;
	fullAdder fA(.in({inA, inB}), .sum(addorsub), .cin, .cout);
	and #50 bA(bitand, inA, inB);
	xor #50 bX(bitxor, inA, inB);
	not #50 binor(bor, inB);
	or #50 bO(bitor, inA, bor);
	mux8_1 opsel(.i({1'b0, bitxor, bitor, bitand, addorsub, addorsub, 1'b0, inB}), .sel(cntrl), .out);
endmodule
module chip_tb();
	logic inA, inB, out, cout, cin;
	logic [2:0] cntrl;
	chip dut(.*);
	integer j;
	assign cin = cntrl[0];
	initial begin
		for (j=0; j<32; j++) begin
			{cntrl, inA, inB} = j;
			#10;
		end
	end
endmodule
module chip64(inA, inB, cntrl, out, cout1, cout0);
	input logic [63:0] inA, inB;
	input logic [2:0] cntrl;
	output logic [63:0] out;
	output logic cout0, cout1;
	logic [62:0] connect;
	logic [63:0] b;
	genvar i;
	generate
		for(i=0; i<64; i++) begin : eachb
			xor bin(b[i], cntrl[0], inB[i]);
		end
	endgenerate
	chip c0(.inA(inA[0]), .inB(b[0]), .cntrl, .out(out[0]), .cin(cntrl[0]), .cout(connect[0]));
	generate
		for(i=1; i<63; i++) begin : eachChip
			chip chips(.inA(inA[i]), .inB(b[i]), .cntrl, .out(out[i]), .cin(connect[i-1]), .cout(connect[i]));
		end
	endgenerate
	chip c63(.inA(inA[63]), .inB(b[63]), .cntrl, .out(out[63]), .cin(connect[62]), .cout(cout1));
	assign cout0 = connect[62];
endmodule
module chip64_tb();
	logic [63:0] inA, inB, out; 
	logic cout;
	logic [2:0] cntrl;
	integer i;
	chip64 dut(.*);
	initial begin
		for(i=0; i<8; i++) begin
			inA = 62583; inB = 69384;
			cntrl = i;
			#10;
		end
		for(i=0; i<8; i++) begin
			inA = 75029; inB = 64939;
			cntrl = i;
			#10;
		end
		for(i=0; i<8; i++) begin
			inA = 54921; inB = 66492;
			cntrl = i;
			#10;
		end
		for(i=0; i<8; i++) begin
			inA = -12394; inB = 45321;
			cntrl = i;
			#10;
		end
		for(i=0; i<8; i++) begin
			inA = 23810; inB = -48231;
			cntrl = i;
			#10;
		end
		for(i=0; i<8; i++) begin
			inA = -12381; inB = -85943;
			cntrl = i;
			#10;
		end
	end
endmodule
`timescale 1ps/1ps
module fullAdder(in, cin, sum, cout);
	input logic [1:0] in;
	input logic cin;
	output logic sum, cout;
	logic h0sum, h0cout, h1cout;
	halfAdder h0(.in(in[1:0]), .cout(h0cout), .sum(h0sum));
	halfAdder h1(.in({cin, h0sum}), .cout(h1cout), .sum);
	or #50 o0(cout, h0cout, h1cout);
endmodule
module fullAdder_tb();
	logic [1:0]in;
	logic cin, sum, cout;
	fullAdder dut(.*);
	integer i;
	initial begin
		for (i = 0; i < 8; i++) begin
			{cin, in} = i;
			#10;
		end
	end
endmodule
`timescale 1ps/1ps
module halfAdder(in, sum, cout);
	input logic [1:0] in;
	output logic sum, cout;
	xor #50 x0(sum, in[1], in[0]);
	and #50 a0(cout, in[1], in[0]);
endmodule
module halfAdder_tb();
	logic [1:0] in;
	logic sum, cout;
	halfAdder dut(.*);
	initial begin
		in = 2'b00; #10;
		in = 2'b01; #10;
		in = 2'b10; #10;
		in = 2'b11; #10;
	end
endmodule
`timescale 1ps/1ps
module mux2_1 (out, i0, i1, sel);
	output logic out;
	input logic i0, i1, sel;
	logic a, b, notsel;
	not #50 n0(notsel, sel);
	and #50 a0(a, i1, sel); 
	and #50 a1(b, i0, notsel);
	or #50 o0(out, a, b);
endmodule
module mux2_1Extd #(parameter B = 64)(out, i0, i1, sel);
	output logic [B-1:0] out;
	input logic [B-1:0] i0, i1;
	input logic sel;
	genvar i;
	generate
		for (i = 0; i<B; i++) begin: eachmux
			mux2_1 muxs(.out(out[i]), .i0(i0[i]), .i1(i1[i]), .sel);
		end
	endgenerate
endmodule
module mux2_164bit(out, i0, i1, sel);
	output logic [63:0] out;
	input logic [63:0] i0, i1;
	input logic sel;
	genvar i;
	generate
		for (i = 0; i<64; i++) begin: eachmux
			mux2_1 muxs(.out(out[i]), .i0(i0[i]), .i1(i1[i]), .sel);
		end
	endgenerate
endmodule
module mux4_164bit(out, i, sel);
	output logic [63:0] out;
	input logic [3:0][63:0] i;
	input logic [1:0] sel;
	logic [63:0] a, b;
	mux2_164bit m0(.out(a), .i0(i[0]), .i1(i[1]), .sel(sel[0]));
	mux2_164bit m1(.out(b), .i0(i[2]), .i1(i[3]), .sel(sel[0]));
	mux2_164bit m2(.out, .i0(a), .i1(b), .sel(sel[1]));
endmodule
module mux2_1_testbench();
	logic out, i0, i1, sel;
	mux2_1 dut(.out, .i0, .i1, .sel);
	initial begin
		sel=0; i0=0; i1=0; #10;
		sel=0; i0=0; i1=1; #10;
		sel=0; i0=1; i1=0; #10;
		sel=0; i0=1; i1=1; #10;
		sel=1; i0=0; i1=0; #10;
		sel=1; i0=0; i1=1; #10;
		sel=1; i0=1; i1=0; #10;
		sel=1; i0=1; i1=1; #10;
		end
	endmodule
`timescale 1ps/1ps
module mux4_1(sel, i, out);
	input logic [1:0] sel; input logic [3:0] i;
	output logic out;
	logic a, b;
	mux2_1 mux1 (.out(a), .i0(i[0]), .i1(i[1]), .sel(sel[0]));
	mux2_1 mux2 (.out(b), .i0(i[2]), .i1(i[3]), .sel(sel[0]));
	mux2_1 mux3	(.out, .i0(a), .i1(b), .sel(sel[1]));
endmodule
module mux8_1(sel, i, out);
	input logic [2:0] sel;
	input logic [7:0] i;
	output logic out;
	logic a, b;
	mux4_1 mux0 (.out(a), .i(i[3:0]), .sel(sel[1:0]));
	mux4_1 mux1 (.out(b), .i(i[7:4]), .sel(sel[1:0]));
	mux2_1 mux2	(.out, .i0(a), .i1(b), .sel(sel[2]));
endmodule
module mux4_1_tb();
	logic [1:0] sel;
	logic [3:0]i; 
	logic out;
	mux4_1 dut(.*);
	integer j;
	initial begin
		for(j=0; j<64; j++) begin
			{sel, i} = j;
			#10;
		end
	end
endmodule
==> /design/flow/run.sh <==
#!/bin/bash
# OpenROAD 26Q1-2900-gdf79404cd8, Yosys 0.63+post, stock flow scripts
make -C /OpenROAD-flow-scripts/flow DESIGN_CONFIG=/design/flow/config.mk WORK_HOME=/design/flow/orfs finish
==> /design/flow/config.mk <==
export PLATFORM = sky130hd
export DESIGN_NAME = chip64
export DESIGN_NICKNAME = chip64
export VERILOG_FILES = /design/flow/design.v
export SDC_FILE = /design/flow/constraint.sdc
export NUM_CORES = 4
export LEC_CHECK = 1
export CORE_UTILIZATION = 50
==> /design/flow/constraint.sdc <==
current_design chip64

set clk_period 55.6
set clk_io_pct 0.2

create_clock -name clk0 -period $clk_period

set non_clock_inputs [all_inputs -no_clocks]
set_input_delay [expr $clk_period * $clk_io_pct] -clock clk0 $non_clock_inputs
set_output_delay [expr $clk_period * $clk_io_pct] -clock clk0 [all_outputs]
==> qor.csv <==
metric,value,unit
min_path_cells,3,
grtUsageTotal,23.54,%
die_w,114.6,um
gp_congestion,0.8313,
drc,0,
grt_pass1_vias,5069,
clock_buffers,0,
drt_iter0_markers,212,
ys_types,20,
power_density,10.44,nW/um^2
flops,0,
p_leak,3.521,nW
tns,0,ns
switching_power,0.00003499,W
internal_power,0.00004619,W
vias,5081,
antenna-diode-count,0,
crit_cells,71,
regArea,0,sq um
cp-end-kind,primary output,
cp_max_fo,65,
warnings,98,
swShare,43.10,%
avgSynthCellArea,9.169,sq um
antenna_found_initial,0,
layout.cells.non_filler,949,
maxSlewViolCount,0,
drt_wl_total,14430,um
die_area,13130,sq um
slowest_stage,buf_4,
hold_viol,0,
vias_per_cell,5.354,
cp-startpoint,cntrl[0],
rsz0062_at_grt,false,
ys_area,6336,sq um
setup_viol,0,
yosysWarnings,0,
worstSetupPathType,in -> out,
cp.arrival,40.34,ns
clkPwrFrac,0,%
hold_class,in -> out,
synthToLayoutAreaGrowth,22.71,%
max_stage_delay,0.60,ns
ctsHoldBuffers,0,
tightest_slew,0.8202,ns
pin_count,197,
routedWlPerCell,15.21,um
max_freq,19.43,MHz
ys_seq_share,0,%
status,completed,
crit_required,44.48,ns
grt-ovfl-total,0,
p_comb_share,100.0,%
port_buffers,197,
crit_family,adder cells,
vdd_drop_max,0.000004885,V
path_common_cell,fa_1,
min-delay-start,cntrl[2],
grt_pass1_wl,24430,um
dr.pass1.iters,6,
ctsResizeCount,0,
max-cap-violations,0,
core,12160,sq um
syn_area,6336,sq um
period_minus_slack,51.46,ns
dp.final_hpwl,10560,um
cts_setup_buffers,0,
yosys_cells,691,
place_inst,949,
cp_num_buf_inv,5,
route.antenna.remaining_nets,0,
row_count,40,
grt_max_degree,116,
power_frac_seq,0,%
relSlewSlack,45.32,%
syn_inst,691,
drive_gt1_share,2.049,%
die_h,114.6,um
fp_util,52.10,%
critical_path.startpoint_type,input pin,
fin_crit_sh,92.56,%
cells in the mapped netlist:
master	count	area share, %
nor2_1	1	0.059
mux2i_1	63	10
inv_2	1	0.059
a21oi_2	2	0.28
a2bb2oi_1	61	8.4
a211oi_1	63	7.5
xnor2_1	1	0.14
clkbuf_1	9	0.53
buf_6	6	1.1
inv_1	64	3.8
buf_2	19	1.5
a21oi_1	62	4.9
buf_4	79	9.4
ha_1	128	25
a2bb2oi_2	2	0.47
nand2_1	1	0.059
mux4_2	1	0.36
fa_1	63	20
nor2b_1	64	6.3
o21ai_0	1	0.079
logic make-up (layout without fill, tap and decap cells):
group	count (synthesis)	in the layout	synth area share, %
buffers and inverters	178	268	16.31
multiplexers	64	64	10.31
AND-OR/OR-AND	191	191	21.62
adder cells (fa/ha/maj)	191	191	45.18
AND/OR/NAND/NOR	66	66	6.437
XOR/XNOR	1	1	0.1383
worst min-delay path, stage by stage:
cell and delay, ns:
buf_4 0.32, a21oi_2 0.20, clkdlybuf4s50_1 0.46
power groups by stage:
| stage | Sequential [W] | Combinational, W | Clock, W |
|---|---|---|---|
| after global routing | 0 | 0.0000928 | 0 |
| after CTS | 0 | 0.0000823 | 0 |
| final | 0 | 0.0000812 | 0 |
per-layer routing:
layer	vias to the layer above	share of wire, %	GRT usage, %
met1	2390	48	35.14
met4	0	1.3	2.424
met2	131	44	37.49
met3	10	6.5	4.800
met5	-	0	0
li1	2550	-	-
layout by cell type (no fill, tap or decap), drive strengths merged:
master and instances:
nor2 1, buf 9, inv 65, fa 63
xnor2 1, mux2i 63, a211oi 63, ha 128
a21oi 64, nor2b 64, o21ai 1, a2bb2oi 63
mux4 1, clkdlybuf4s50 194, nand2 1
cell type report:
class,instances,area [sq um]
fill,1000,4387
timing repair buffer,203,2011
inverter,65,244.0
tap,168,210.2
multi-input combinational,513,5310
path summary, 6_finish.rpt:
kind | slack [ns] | to
worst max-delay path | 4.14 | out[63]
worst min-delay path | 23.24 | out[26]
stage by stage:
stage,total power (W),setup slack [ns],area (sq um),util (%),hold WS [ns]
2_1_floorplan,0.00005639,5.682,6336,-,22.35
3_3_place_gp,0.00008055,4.004,7775,63.93,23.21
3_5_place_dp,0.00008162,3.919,7775,63.93,23.23
4_1_cts,0.00008231,3.830,7775,63.93,23.23
5_1_grt,0.00009276,2.817,7775,63.93,23.28
6_report,0.00008118,4.136,7775,63.93,23.24
No activity file was given, so power comes from the tool's default toggle rates.
